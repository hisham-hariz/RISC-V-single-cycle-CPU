===== flow/design.v =====
module control(
    input [5:0] op,            
    input [31:0] rdata2,         
    input [31:0] drdata,       
    input [31:0] ALUres,         
    input [31:0] imm,   
    input [31:0] PC_curr,       
    output reg RegWrite,     
    output reg [31:0] rwdata,    
    output reg [5:0] ALUop,      
    output reg [31:0] PC_next       
);
    always @(*) begin
       PC_next = PC_curr + 4;    
       ALUop = 6'b001000;
       rwdata = ALUres; 
       RegWrite = 0;
       if (op[5:3] == 3'b0) begin    
           RegWrite = 1;
           case(op[2:0])
               3'b100 : begin
                   ALUop = 6'b001000;   
                   rwdata = PC_curr + 4;                
                   PC_next = {ALUres[31:1], 1'b0};   
               end    
               3'b101 : begin
                   rwdata = PC_curr + 4;
                   PC_next = PC_curr + imm;
               end  
               3'b010 : rwdata = PC_curr + imm;   
               3'b110 : rwdata = imm;   
           endcase
       end
       else if (op[5:3] == 3'b100) begin   
           case (op[2:0])
               3'b000 : begin
                   ALUop = 6'b111000; 
                   if (ALUres == 0)  PC_next = PC_curr + imm;
               end    
               3'b001 : begin
                   ALUop = 6'b111000; 
                   if (ALUres != 0) PC_next = PC_curr + imm;
               end     
               3'b100 : begin
                   ALUop = 6'b101010; 
                   if (ALUres[0] == 1)  PC_next = PC_curr + imm;
               end     
               3'b101 : begin
                   ALUop = 6'b101010; 
                   if (ALUres[0] != 1) PC_next = PC_curr + imm;
               end     
               3'b110 : begin
                   ALUop = 6'b101011; 
                    if (ALUres[0])  PC_next = PC_curr + imm;
               end     
               3'b111 : begin
                   ALUop = 6'b101011; 
                   if (ALUres[0] != 0) PC_next = PC_curr + imm;
               end  
           endcase
       end
       else if (op[4:3] == 2'b10) begin    
           ALUop = 6'b001000;   
           case(op)
               6'b010000 : begin
                   RegWrite = 1;
                   case(ALUres[1:0])     
                       2'b00:  rwdata = {{24{drdata[7]}}, drdata[7:0]};   
                       2'b01:  rwdata = {{24{drdata[15]}}, drdata[15:8]}; 
                       2'b10:  rwdata = {{24{drdata[23]}}, drdata[23:16]};
                       2'b11:  rwdata = {{24{drdata[31]}}, drdata[31:24]};
                   endcase
               end      
               6'b010001 : begin
                   RegWrite = 1;
                   case(ALUres[1:0])     
                       2'b00:  rwdata = {{16{drdata[15]}}, drdata[15:0]}; 
                       2'b10:  rwdata = {{16{drdata[31]}}, drdata[31:16]};
                   endcase
               end       
               6'b010010 : begin
                   RegWrite = 1;
                   case(ALUres[1:0])    
                       2'b00:  rwdata = drdata;
                   endcase
               end       
               6'b010100 : begin
                   RegWrite = 1;
                   case(ALUres[1:0])     
                       2'b00:  rwdata = {24'b0, drdata[7:0]};   
                       2'b01:  rwdata = {24'b0, drdata[15:8]};  
                       2'b10:  rwdata = {24'b0, drdata[23:16]}; 
                       2'b11:  rwdata = {24'b0, drdata[31:24]}; 
                   endcase
               end        
               6'b010101 : begin
                   RegWrite = 1;
                   case(ALUres[1:0])     
                       2'b00:  rwdata = {16'b0, drdata[15:0]}; 
                       2'b10:  rwdata = {16'b0, drdata[31:16]};
                   endcase
               end       
               default : begin
                   RegWrite = 0;
                   rwdata = 32'bx;
               end
           endcase
       end
       else if(op[3] == 1'b1) begin   
           ALUop = op;
           rwdata = ALUres;
           RegWrite = 1;
       end    
    end 
endmodule

===== flow/run.sh =====
#!/bin/bash
# OpenROAD 26Q1-2900-gdf79404cd8, Yosys 0.63+post, stock flow scripts
make -C /OpenROAD-flow-scripts/flow DESIGN_CONFIG=/design/flow/config.mk WORK_HOME=/design/flow/orfs finish

===== flow/config.mk =====
export PLATFORM = sky130hd
export DESIGN_NAME = control
export DESIGN_NICKNAME = control
export VERILOG_FILES = /design/flow/design.v
export SDC_FILE = /design/flow/constraint.sdc
export NUM_CORES = 4
export LEC_CHECK = 1
export CORE_UTILIZATION = 50

===== flow/constraint.sdc =====
current_design control

set clk_period 18.3
set clk_io_pct 0.2

create_clock -name clk0 -period $clk_period

set non_clock_inputs [all_inputs -no_clocks]
set_input_delay [expr $clk_period * $clk_io_pct] -clock clk0 $non_clock_inputs
set_output_delay [expr $clk_period * $clk_io_pct] -clock clk0 [all_outputs]

==> impl_metrics.yaml <==
# yosys + openroad results
status:
  outcome: "complete, no violations"
route:
  total_number_of_vias: 8633
  detailedRoute.firstPassIterationCount: 32
  post_detailed_route_via_to_cell_ratio: 6.88
  drt_first_iter_violations: 1557
  route.antenna.remaining_nets: 0
  post-route-drc-count: 0
  antenna_cells: 0
  routedWlPerCell_um: 21.8
  wl_mm: 27.3
global_routing:
  grt_remaining_overflow: 0
  via_count_of_the_first_global_routing_pass: 7512
  largest_net_degree_at_the_start_of_global_routing: 60
  global_routing_usage_summed_across_all_routing_layers: 0.426
  initial_antenna_violation_count: 0
  grt_first_pass_wirelength_mm: 41.4
cts:
  post_cts.resized_instances: 0
  post_cts_hold_buffer_count: 0
  cts_post_setup_buffers_inserted: 0
logic_synthesis:
  synthCells: 967
  postSynthAreaPerCell_um2: 6.20
  syn-cell-area_um2: 5990
  synth_cell_types: 90
  synthesis.yosys.warnings: 1
  yosysSeqAreaShare: 0
  yosys.stat.chipArea_um2: 5990
  cells_in_synth_stat_txt: 967
floorplan:
  die_height_um: 111
  die_area_um2: 12400
  ios: 237
  std_cell_rows: 39
  die-width_um: 111
  core-area_um2: 11600
  fp-utilization: 0.518
setup_path:
  critPathLaunch: "op[1]"
  crit_end: "rwdata[14]"
  cp.required_ns: 14.64
  critPathCaptureType: "output pin"
  timing_worst_setup_path_type: "in2out"
  timing.critical_path.fanout_max: 38
  cp_data_arrival_time_ns: 7.30
  crit_path_start_kind: "input port"
sta:
  finalClockPeriodUsage: 0.599
  setup_tns_final_ns: 0
  tightest_slew_ns: 0.861
  slew-limit-headroom: 0.422
  final_hold_viol_count: 0
  final_period_minus_worst_setup_slack_ns: 10.96
  fin_hold_ws_ns: 8.33
  setup_repair_after_global_routing_missed_its_margin: "no"
  setup_viol_count_final: 0
  maxClockFrequency_ghz: 0.0912
  slew_violations: 0
layout:
  mi_logic_area_um2: 5600
  syn2layout_area_growth_pct: 33.5
  fill_cells: 985
  drive_above_1_share: 0.0522
  nClkBuffers: 0
  flops: 0
  regArea_um2: 0
run:
  maximum_capacitance_violations: 0
  tool_warnings: 65
min_path:
  worstHoldPathType: "in2out"
power_and_ir_drop:
  ir_worst_vdd_uv: 24.7
  cellLeakagePower_nw: 2.92
  power.density_nw_per_um2: 30.7
  total_power_uw: 246
placed_design:
  buffer_ports.inserted: 204
  place.gp.congestion: 1.05
  hpwl_mm: 21.4
[power breakdown]
part           internal, mW  switching [mW]  leakage (nW)
combinational         0.113           0.132          2.92
sequential                0               0             0
clock                     0               0             0
[cells in the mapped netlist, types with 9 or more instances]
cell / n / area [um2]
sky130_fd_sc_hd__inv_1: 13 / 48.8
sky130_fd_sc_hd__o21ai_1: 22 / 110
sky130_fd_sc_hd__a21o_1: 13 / 97.6
sky130_fd_sc_hd__a31oi_1: 26 / 163
sky130_fd_sc_hd__o21ai_0: 80 / 400
sky130_fd_sc_hd__nor2b_1: 10 / 62.6
sky130_fd_sc_hd__o211ai_1: 10 / 75.1
sky130_fd_sc_hd__o22ai_1: 13 / 81.3
sky130_fd_sc_hd__ha_1: 32 / 400
sky130_fd_sc_hd__nor4_1: 10 / 62.6
sky130_fd_sc_hd__a211oi_1: 29 / 218
sky130_fd_sc_hd__nand2b_1: 11 / 68.8
sky130_fd_sc_hd__clkbuf_1: 49 / 184
sky130_fd_sc_hd__xor2_1: 26 / 228
sky130_fd_sc_hd__nor2_1: 89 / 334
sky130_fd_sc_hd__o221ai_1: 22 / 193
sky130_fd_sc_hd__buf_2: 14 / 70.1
sky130_fd_sc_hd__xnor2_1: 28 / 245
sky130_fd_sc_hd__mux2i_1: 13 / 130
sky130_fd_sc_hd__nand2_1: 108 / 405
sky130_fd_sc_hd__and3_1: 10 / 62.6
sky130_fd_sc_hd__a21oi_1: 123 / 616
sky130_fd_sc_hd__nand4_1: 14 / 87.6
sky130_fd_sc_hd__nor3_1: 13 / 65.1
sky130_fd_sc_hd__a22o_1: 9 / 78.8
sky130_fd_sc_hd__a221oi_1: 9 / 78.8
sky130_fd_sc_hd__nand3_1: 29 / 145
[metrics by stage]
stage,setup WS [ns],instance area [um2],util,cells
2_1_floorplan,8.86,5990,-,967
3_3_place_gp,7.46,8000,0.692,1254
3_5_place_dp,7.45,8000,0.692,1254
4_1_cts,7.43,8000,0.692,1254
5_1_grt,7.21,8000,0.692,1254
6_report,7.34,8000,0.692,1254
[placed cells by master (no fill, tap or decap), types with 6 or more instances in the layout]
cell type                         instances
sky130_fd_sc_hd__a211oi_1                29
sky130_fd_sc_hd__a21o_1                  13
sky130_fd_sc_hd__a21oi_1                123
sky130_fd_sc_hd__a221o_1                  6
sky130_fd_sc_hd__a221oi_1                 9
sky130_fd_sc_hd__a22o_1                   9
sky130_fd_sc_hd__a22oi_1                  8
sky130_fd_sc_hd__a31oi_1                 26
sky130_fd_sc_hd__and2_1                   7
sky130_fd_sc_hd__and3_1                  10
sky130_fd_sc_hd__and4_1                   7
sky130_fd_sc_hd__buf_4                   18
sky130_fd_sc_hd__clkdlybuf4s50_1        203
sky130_fd_sc_hd__ha_1                    32
sky130_fd_sc_hd__inv_1                   13
sky130_fd_sc_hd__mux2i_1                 13
sky130_fd_sc_hd__nand2_1                108
sky130_fd_sc_hd__nand2b_1                11
sky130_fd_sc_hd__nand3_1                 29
sky130_fd_sc_hd__nand4_1                 14
sky130_fd_sc_hd__nor2_1                  88
sky130_fd_sc_hd__nor2b_1                 10
sky130_fd_sc_hd__nor3_1                  12
sky130_fd_sc_hd__nor4_1                  10
sky130_fd_sc_hd__o211ai_1                10
sky130_fd_sc_hd__o21ai_0                 80
sky130_fd_sc_hd__o21ai_1                 22
sky130_fd_sc_hd__o221ai_1                22
sky130_fd_sc_hd__o22ai_1                 13
sky130_fd_sc_hd__or2_2                    6
sky130_fd_sc_hd__xnor2_1                 28
sky130_fd_sc_hd__xor2_1                  26
[area by class of cell]
| type | count | area share |
|---|---|---|
| inverters | 15 | 0.00703 |
| repair buffers | 222 | 0.271 |
| well taps | 143 | 0.0224 |
| multi-input cells | 874 | 0.699 |
[per-layer routing]
metal  track usage  vias up  share of wire
met5             0        -              0
met4         0.146        0          0.037
met3         0.108       97           0.16
met2         0.607      770           0.40
met1         0.621     3772           0.40
li1              -     3994              -
[critical path: stages]
cell and delay, ns:
sky130_fd_sc_hd__clkdlybuf4s50_1 0.46, sky130_fd_sc_hd__buf_4 0.37, sky130_fd_sc_hd__or3b_1 0.61, sky130_fd_sc_hd__o21ai_1 0.75
sky130_fd_sc_hd__a21oi_1 0.15, sky130_fd_sc_hd__a211oi_1 0.41, sky130_fd_sc_hd__o221ai_1 0.19, sky130_fd_sc_hd__a21oi_1 0.19
sky130_fd_sc_hd__clkdlybuf4s50_1 0.49
[how the worst min path moves through the flow]
stage | startpoint | to | slack (ns) | depth (start not counted)
global route | op[2] | ALUop[1] | 8.36 | 5
CTS | op[2] | ALUop[2] | 8.31 | 4
finish | op[2] | ALUop[2] | 8.33 | 4
[cells by family after synthesis]
logic type                 synth area share
and+or+nand+nor                       0.267
buffers and inverters                0.0676
adders and majority gates            0.0701
other                              0.000626
muxes                                0.0292
xor gates and xnor gates             0.0789
AOI/OAI and AO/OA                     0.486
No activity file was given, so power comes from the tool's default toggle rates.
