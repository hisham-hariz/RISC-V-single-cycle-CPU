`flow/run.sh`:
```
#!/bin/bash
# OpenROAD 26Q1-2900-gdf79404cd8, Yosys 0.63+post, stock flow scripts
make -C /OpenROAD-flow-scripts/flow DESIGN_CONFIG=/design/flow/config.mk WORK_HOME=/design/flow/orfs finish
```
`flow/config.mk`:
```
export PLATFORM = sky130hd
export DESIGN_NAME = alu
export DESIGN_NICKNAME = alu
export VERILOG_FILES = /design/flow/design.v
export SDC_FILE = /design/flow/constraint.sdc
export NUM_CORES = 4
export LEC_CHECK = 1
export CORE_UTILIZATION = 30
```
`flow/constraint.sdc`:
```
current_design alu

set clk_period 10.7
set clk_io_pct 0.2

create_clock -name clk0 -period $clk_period

set non_clock_inputs [all_inputs -no_clocks]
set_input_delay [expr $clk_period * $clk_io_pct] -clock clk0 $non_clock_inputs
set_output_delay [expr $clk_period * $clk_io_pct] -clock clk0 [all_outputs]
```
`flow/design.v`:
```
module alu(
    input [5:0] ALUop,      
    input [31:0] i1,    
    input [31:0] i2,     
    output reg [31:0] ALUres  
);
    always @(*)  begin
        case (ALUop[4:0])
            5'b01000 : ALUres = i1 + i2;           
            5'b11000 : ALUres = i1 - i2;           
            5'b01001 : ALUres = {i1 << {i2[4:0]}};   
            5'b01010 : ALUres = ($signed(i1) < $signed(i2)) ? 32'b1 : 32'b0;
            5'b01011 : ALUres = {31'b0, (i1 < i2)};  
            5'b01100 : ALUres = i1 ^ i2;           
            5'b01101 : ALUres = {i1 >> {i2[4:0]}};    
            5'b11101 : ALUres = {i1 >>> {i2[4:0]}};   
            5'b01110 : ALUres = i1 | i2;              
            5'b01111 : ALUres = i1 & i2;              
            default : ALUres = 32'bx;                  
        endcase
    end
endmodule
```
==> results.txt <==
yosys + openroad results -> xor/xnor share=0.00644, Via-to-Cell Ratio=6.29, I/O Pins=102, fillers=2804, switching share of power=0.591, Setup CP Type=in2out, HPWL after DPL=28.8 mm, setup TNS=0 ns, FP Core Util=0.310, share of cells above drive strength 1=0.0711, gr ovfl total=0, period utilization=0.826, dominant cell type by area after synthesis=ha_1, and+or+nand+nor area frac=0.212, Unique cell types=76, Slew HR=0.419, RSZ-0062 raised after global routing=false, Tot Pwr=0.527 mW, Iter 0 DRT Violations=1036, final hold violations=0, Register Area=0 µm², die area=0.0279 mm², syn_area_per_cell=6.66 µm², hold slack final=5.54 ns, Total Routing Usage GR=0.265, # DRC=0, most common library cells after synthesis=nor2_1, a21oi_1, nand2_1, vias in the first global route=9057, vias after detailed routing=9988, Final Setup Violations=0, Pwr Density=56.4 mW/mm², Top-area cell share=0.149, Leak=3.86 nW, Yosys Instances=1225, per-cell routed wire length=23.4 µm, YS chip area=0.00816 mm², crit path time final=8.83 ns, Log Warnings=98, non-filler cells, final=1587, Max Fclk=113 MHz, VDD IR-drop max=24.1 µV, first-pass GRT wire length=55.7 mm, WL final=37.1 mm, multi-input logic area=0.00741 mm², synth warn=1, Post-Place Cells=1586, Seq share, synth=0, Flops=0, number of routed nets with antenna violations=0, First-pass DRT Iterations=8, routability cong.=1.06, yosys adder share=0.154, post-layout util=0.355, Worst Max-Slew Pin Slew=0.865 ns, top cells, area=ha_1, mux4_2, a21oi_1, nor2_1, o21ai_0, metal3 WL=3.75 mm, met2 WL=16.3 mm, Worst Path Arrival=6.69 ns, required time worst endpoint=8.56 ns, startpoint types=input port, initial antenna violation count=0, Psw=0.311 mW, AO/OA Area Share=0.359, Cell Area, Synth=0.00816 mm², Mux area share=0.175, count of buffers from port buffering=101, CLK BUF=0, Rows=59, die width=167 µm, Largest logic family=AND-OR/OR-AND gates, Synth Instances=1225, area growth from synthesis to layout=14.6%, number of maximum-capacitance violations=0, post-CTS setup buffer count=0, largest net degree at the start of global routing=69, met1 WL=16.0 mm, min-delay worst type=in2out, post-CTS sizing=0, internal power=0.216 mW, highest layer used for signal routing=met4, core area=0.0264 mm², max-slew violations=0, die height=167 µm, kind of end point of the critical path=output port, critical path fanouts, max=28, most frequent cell after synthesis=nor2_1, CTS Hold Bufs=0, status=finished, final reports clean
-- power by group through the flow --
stage | clock, mW | sequential, mW | combinational, mW
CTS | 0 | 0 | 0.517
global route | 0 | 0 | 0.567
-- path summary, 6_finish.rpt --
path | startpoint | endpoint | cells past startpoint
min | i2[3] | ALUres[1] | 6
max | i2[1] | ALUres[28] | 13
-- cell type report --
cell class                 instances  share of cell area
timing repair buffer             121               0.122
tap                              335              0.0448
inverter                         100              0.0402
antenna                            1            0.000268
multi-input combinational       1030               0.793
-- logic make-up (layout without fill, tap and decap cells) --
kind of cell | Yosys count | after routing
muxes | 99 | 99
adders and majority gates | 99 | 99
buffers and inverters | 195 | 221
other | 0 | 1
xor gates and xnor gates | 6 | 6
AOI/OAI and AO/OA | 444 | 444
and+or+nand+nor | 382 | 382
-- placed cells by master (no fill, tap or decap), types with 10 or more instances in the layout --
cell	n
nand3_1	20
a221oi_1	14
a211o_1	11
nand2_1	104
mux2i_1	50
o211ai_1	21
nor3_1	39
buf_4	21
a221o_1	17
nand2b_1	14
a21oi_1	108
o21ai_1	15
o21ai_0	102
mux2_2	14
inv_1	97
a211oi_1	17
nor2b_1	10
mux4_2	33
a21o_1	12
nor2_1	139
o22ai_1	26
clkdlybuf4s50_1	96
ha_1	97
or3_1	11
a22oi_1	11
-- stage by stage --
step                      setup WS, ns  area [µm²]
after floorplan                   2.96        8160
after global placement            1.98        9340
after detailed placement          1.97        9340
after CTS                         1.96        9340
after global routing              1.49        9340
final                             1.87        9350
-- critical path, stage by stage --
cell,delay [ns]
buf_2,0.43
inv_2,0.45
fa_1,0.56
nor2b_1,0.17
o211ai_1,0.28
a31oi_1,0.24
a221oi_2,0.49
o31ai_1,0.24
a21o_1,0.31
a311oi_1,0.55
a221o_1,0.24
o21a_1,0.13
clkdlybuf4s50_1,0.45
-- per-layer routing --
metal | vias up | global-route usage
li1 | 4623 | -
met1 | 4790 | 0.390
met2 | 517 | 0.401
met3 | 58 | 0.0487
met4 | 0 | 0.0632
met5 | - | 0
No activity file was given, so power comes from the tool's default toggle rates.
