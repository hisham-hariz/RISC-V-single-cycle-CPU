[flow/run.sh]
#!/bin/bash
# OpenROAD 26Q1-2900-gdf79404cd8, Yosys 0.63+post, stock flow scripts
make -C /OpenROAD-flow-scripts/flow DESIGN_CONFIG=/design/flow/config.mk WORK_HOME=/design/flow/orfs finish
[flow/config.mk]
export PLATFORM = sky130hd
export DESIGN_NAME = decoder
export DESIGN_NICKNAME = decoder
export VERILOG_FILES = /design/flow/design.v
export SDC_FILE = /design/flow/constraint.sdc
export NUM_CORES = 4
export LEC_CHECK = 1
export CORE_AREA = 10 10 96 96
export DIE_AREA = 0 0 106 106
[flow/constraint.sdc]
current_design decoder

set clk_period 5.8
set clk_io_pct 0.2

create_clock -name clk0 -period $clk_period

set non_clock_inputs [all_inputs -no_clocks]
set_input_delay [expr $clk_period * $clk_io_pct] -clock clk0 $non_clock_inputs
set_output_delay [expr $clk_period * $clk_io_pct] -clock clk0 [all_outputs]
[flow/design.v]
module decoder(
    input [31:0] instr, 
    input  [31:0] rdata2, 
    output reg [5:0] op,      
    output reg [4:0] rs1,     
    output reg [4:0] rs2,     
    output reg [4:0] rd,      
    output reg [31:0] i2,     
    output reg [31:0] imm     
);
    always @(*) begin
        case(instr[6:0])
            7'b0000000 : begin
                op = 6'b0;   
                rs1 = 32'bx; 
                rs2 = 32'bx;
                rd = 32'bx;
                imm = 32'bx;
                i2 = 32'bx;
            end
            7'b0110111 : begin
                op  = {6'b000110};
                rs1 = 32'bx;  
                rs2 = 32'bx;
                rd = instr[11:7];
                imm = {instr[31:12], 12'b0};
                i2 = 32'bx;
            end    
            7'b0010111 : begin
                op = {6'b000010};
                rs1 = 32'bx;  
                rs2 = 32'bx;
                rd = instr[11:7];
                imm = {instr[31:12], 12'b0};
                i2 = 32'bx;
            end   
            7'b1101111 : begin
                op = 6'b000101;
                rs1 = 32'bx; 
                rs2 = 32'bx;
                rd = instr[11:7];
                imm = {{11{instr[31]}}, instr[31], instr[19:12], instr[20], instr[30:21], 1'b0};
                i2 = 32'bx;
            end   
            7'b1100111 : begin
                op = 6'b000100;
                rs1 = instr[19:15];  
                rs2 = 32'bx;
                rd = instr[11:7];
                imm = 32'bx;
                i2 = {{20{instr[31]}}, instr[31:20]};
            end   
            7'b1100011 : begin
                op = {3'b100, instr[14:12]};
                rs1 = instr[19:15];  
                rs2 = instr[24:20];
                rd = 32'bx;
                imm = {{19{instr[31]}}, instr[31], instr[7], instr[30:25], instr[11:8], 1'b0};
                i2 = rdata2;
            end   
            7'b0000011 : begin
                op = {3'b010, instr[14:12]};
                rs1 = instr[19:15];  
                rs2 = 32'bx;
                rd = instr[11:7];
                imm = 32'bx;
                i2 = {{20{instr[31]}}, instr[31:20]};
            end   
            7'b0100011 : begin
                op = {3'b110, instr[14:12]};
                rs1 = instr[19:15];  
                rs2 = instr[24:20];
                rd = 32'bx;
                imm = 32'bx;
                i2 = {{20{instr[31]}}, instr[31:25], instr[11:7]};
            end   
            7'b0010011 : begin
                if(instr[14:12] == 3'b101)  op = {1'b0, instr[30], 1'b1, 3'b101};
                else  op = {1'b0, 1'b0, 1'b1, instr[14:12]};
                rs1 = instr[19:15];  
                rs2 = 32'bx;
                rd = instr[11:7];
                imm = 32'bx;
                i2 = {{20{instr[31]}}, instr[31:20]};
            end   
            7'b0110011 : begin
                if(instr[14:12] == 3'b000)  op = {1'b1, instr[30], 1'b1, 3'b000};
                else  op = {1'b1, 1'b0, 1'b1, instr[14:12]};
                rs1 = instr[19:15];  
                rs2 = instr[24:20];
                rd = instr[11:7];
                imm = 32'bx;
                i2 = rdata2;
            end   
            default : begin
                op = 6'bx;
                rs1 = 32'bx;
                rs2 = 32'bx;
                rd = 32'bx;
                imm = 32'bx;
                i2 = 32'bx;
            end
        endcase
    end
endmodule
==> ci_impl_report.md <==
### Flow metrics

| Metric | Value |
|---|---|
| Status | `completed` |
| Yosys top cell by area | `a21o_1` |
| Synth cell types | `38` |
| Final Util | `34.0%` |
| Routed Antenna Nets | `0` |
| Grt total ovfl | `0` |
| Worst path arrival time | `3.98 ns` |
| Log Warnings | `32` |
| Post-Layout Inst Area | `0.00246 mm2` |
| Worst Tran Pin Value | `0.692 ns` |
| Antenna violations before repair | `0` |
| Yosys warning total | `1` |
| Critical path fanouts, max | `33` |
| First DRT Iteration DRCs | `around 42` |
| I/O Buffers | `between 100 and 150` |
| Fp util | `14.8%` |
| Combinational gate area | `between 800 and 900 um2` |
| Flop area | `0 um2` |
| # IOs | `roughly 150` |
| Setup crit start kind | `primary input` |
| Post-synthesis cell area | `roughly 0.0011 mm2` |
| Via count | `around 1500` |
| Top-area cell share | `28.2%` |
| Avg Cell Area, Syn | `around 7.5 um2` |
| RSZ-0062 raised after global routing | `false` |
| Crit path kind | `primary input to output port` |
| Post-DR wirelength/cell | `approximately 16 um` |
| Gr usage total | `about a tenth` |
| Final Critical Period | `between 5 and 6 ns` |
| Die Size | `~0.011 mm2` |
| Slew margin rel. | `roughly 54%` |
| Post_cts resized | `0` |
| Maxcap violations | `0` |
| Rows | `31` |
| Hold_buf cts | `0` |
| CP Cell Sequence | `clkdlybuf4s50_1 -> and4bb_4 -> and3_4 -> nor2b_1 -> buf_4 -> a21o_1 -> clkdlybuf4s50_1` |
| Post-DP HPWL | `a little over 5000 um` |
| Drt pass-1 iters | `3` |
| CP dominant cell by count | `clkdlybuf4s50_1` |
| Fmax | `195 MHz` |
| Post-Syn Instances | `about 140` |
| Worst setup EP type | `output port` |
| Flops | `0` |
| Sequential fraction of the synthesis area | `0%` |
| Top cells by area | `a21o_1 (28%), buf_4 (15%), and2_1 (6.5%)` |
| Period utilization | `roughly 89%` |
| Vias in the first global route | `1584` |
| Vias per cell | `between 4 and 5` |
| Hold crit path type | `primary input to output port` |
| Share of cells above drive strength 1 | `about 5.4%` |
| DRT Wirelength | `between 5000 and 6000 um` |
| Gpl congestion | `around 0.8` |
| Static Leak | `roughly 1.1 nW` |
| Die height | `~110 um` |
| First-pass GRT wire length | `between 8000 and 9000 um` |
| Top delay family on crit path | `buffers and inverters` |
| Worst path required time | `between 4 and 5 ns` |
| Final setup TNS | `0 ns` |
| Die X | `roughly 110 um` |
| Hold Violations, Final | `0` |
| Yosys Instances | `around 140` |
| Final setup violation count | `0` |
| Post-CTS Setup Inserts | `0` |
| CLK BUF | `0` |
| ANT cells | `0` |
| Largest net degree at the start of global routing | `34` |
| Area of the core | `roughly 0.007 mm2` |
| Worst vdd ir | `~22 uV` |
| Slew Viols, Final | `0` |
| Crit path max-delay cell type | `clkdlybuf4s50_1` |
| Chip Area, Yosys | `~0.0011 mm2` |
| Area Overhead vs Synth | `131%` |
| Drt drc | `0` |
| CP bufs+invs | `3` |
| Crit path largest cell delay | `about 0.73 ns` |
| DP Area | `roughly 0.0025 mm2` |
| PD cells | `56.5 mW/mm2` |
| Hold slack | `approximately 3.2 ns` |
| Fill cells | `743` |
## report_power, final
| group | internal [mW] | leakage, nW | switching [mW] |
|---|---|---|---|
| registers | 0 | 0 | 0 |
| clock network | 0 | 0 | 0 |
| logic | 0.102 | 1.06 | 0.0371 |
| total | 0.102 | 1.06 | 0.0371 |
## cells in the final DEF, fill, tap and decap left out, drive strengths merged
master / count
o32a: 1
xnor2: 1
and4bb: 1
nor3b: 3
a22oi: 1
nand3b: 3
a21o: 40
nor2b: 1
and2: 12
nor3: 4
o21ai: 3
mux2: 6
a21oi: 2
conb: 1
mux2i: 1
nand2: 6
xor2: 1
inv: 1
and3b: 1
nand2b: 2
clkdlybuf4s50: 148
nand4: 1
a211o: 1
and3: 2
buf: 1
nor2: 3
a211oi: 1
a221o: 5
a31o: 1
nand3: 2
a22o: 5
## logic make-up (layout without fill, tap and decap cells)
logic type	count (synthesis)	in the layout	synth area share [%]
compound gates	60	60	43.4
other cells	1	1	0.352
simple gates	41	41	26.2
buf+inv	31	150	21.2
mux	7	7	7.29
xor+xnor	2	2	1.65
## layout make-up
type / count / area share (%)
multi-input combinational: 111 / 34.2
tap: 99 / 5.04
inverter: 1 / 0.153
timing repair buffer: 149 / 60.6
## through the flow
stage	cells	power (mW)	setup slack, ns
6_report	360	0.139	0.665
5_1_grt	360	0.151	0.545
4_1_cts	360	0.142	0.689
3_5_place_dp	360	0.141	0.698
3_3_place_gp	360	0.141	0.744
2_1_floorplan	142	0.0385	2.39
## path summary, 6_finish.rpt
| path | end | startpoint | cells past startpoint | slack, ns |
|---|---|---|---|---|
| worst max-delay path | i2[12] | instr[2] | 7 | 0.66 |
| worst min-delay path | rs1[3] | instr[18] | 2 | 3.16 |
## Yosys cell counts (all sizes together)
library cell  count
a211o             1
a211oi            1
a21o             40
a21oi             2
a221o             5
a22o              5
a22oi             1
a31o              1
and2             12
and3              2
and3b             1
and4bb            1
buf              30
conb              1
inv               1
mux2              6
mux2i             1
nand2             6
nand2b            2
nand3             2
nand3b            3
nand4             1
nor2              3
nor2b             1
nor3              4
nor3b             3
o21ai             3
o32a              1
xnor2             1
xor2              1
## metal layers
layer | wire length [um] | GRT usage, %
met2 | 2850 | 16.4
met4 | 0 | 0
met3 | 669 | 4.28
met5 | 0 | 0
met1 | 2400 | 11.7
No activity file was given, so power comes from the tool's default toggle rates.
